==> flow/design.v <==
`default_nettype wire
module alu #(
  parameter DATA_W   = 32,
  parameter ALU_OP_W = 3
)(
  input   [DATA_W-1:0]src_a,
  input   [DATA_W-1:0]src_b,
  input [ALU_OP_W-1:0]op,
  input               alt,
  output logic [DATA_W-1:0]res
);
  localparam SHAMT_W = 5;
  wire signed [DATA_W-1:0]a_sign;
  wire signed [DATA_W-1:0]b_sign;
  assign a_sign = src_a;
  assign b_sign = src_b;
  wire [SHAMT_W-1:0]shamt = src_b[4:0];
  always_comb begin
    case (op)
      3'b000: res = src_a + (alt ? (~src_b + 1) : src_b);
      3'b001: res = src_a << shamt;
      3'b010: res = a_sign < b_sign;
      3'b011: res = src_a < src_b;
      3'b100: res = src_a ^ src_b;
      3'b101: if (alt) res = a_sign >>> shamt;
              else res = src_a >> shamt;
      3'b110: res = src_a | src_b;
      3'b111: res = src_a & src_b;
      default: res = 0;
    endcase
  end
endmodule
`default_nettype wire
`default_nettype wire
module latch #(
  parameter DATA_W = 1
)(
  input clk,
  input reset,
  input en,
  input clear,
  input  [DATA_W-1:0]data_i,
  output [DATA_W-1:0]data_o
);
  reg [DATA_W-1:0]data_ff;
  assign data_o = data_ff;
  always_ff @(posedge clk or posedge reset) begin
    if (reset) begin
      data_ff <= 0;
    end else begin
      data_ff <= clear ? 0 : en ? data_i : data_ff;
    end
  end
endmodule
`default_nettype wire
`default_nettype wire
module execute_stage #(
  parameter ALU_OP_W      = 3,
  parameter IMM_W         = 32,
  parameter DATA_W        = 32,
  parameter ADDR_W        = 5,
  parameter PC_W          = 32,
  parameter ALU_SRC_SEL_W = 2
)(
  input clk,
  input reset,
  input                 has_imm_i,
  input   [ALU_OP_W-1:0]alu_op_i,
  input                 alu_alt_i,
  input                 rf_we_i,
  input                 mem_we_i,
  input                 mem2rf_i,
  input                 branch_i,
  input                 check_eq_i,
  input                 jump_i,
  input      [IMM_W-1:0]imm32_i,
  input     [DATA_W-1:0]rf_data0_i,
  input     [DATA_W-1:0]rf_data1_i,
  input     [ADDR_W-1:0]rf_waddr_i,
  input       [PC_W-1:0]pc_plus1_i,
  input     [ADDR_W-1:0]rf_src0_i,
  input     [ADDR_W-1:0]rf_src1_i,
  input     [DATA_W-1:0]rf_data_m_i,
  input     [DATA_W-1:0]rf_data_w_i,
  input [ALU_SRC_SEL_W-1:0]alu_src0_sel_i,
  input [ALU_SRC_SEL_W-1:0]alu_src1_sel_i,
  input latch_en_i,
  input latch_clear_i,
  output             rf_we_o,
  output             mem_we_o,
  output             mem2rf_o,
  output             branch_o,
  output             check_eq_o,
  output             jump_o,
  output [DATA_W-1:0]mem_wdata_o,
  output [ADDR_W-1:0]rf_waddr_o,
  output [DATA_W-1:0]alu_result_o,
  output   [PC_W-1:0]pc_branch_o,
  output [ADDR_W-1:0]rf_src0_o,
  output [ADDR_W-1:0]rf_src1_o,
  output [ADDR_W-1:0]rf_dst_o,
  output             mem2rf_hu_o
);
  logic [DATA_W-1:0]alu_src0_rf;
  logic [DATA_W-1:0]alu_src1_rf;
  always_comb begin
    casez(alu_src0_sel_i)
      2'b00:   alu_src0_rf = rf_data0_i;
      2'b01:   alu_src0_rf = rf_data_w_i;
      2'b10:   alu_src0_rf = rf_data_m_i;
      default: alu_src0_rf = 0;
    endcase
  end
  always_comb begin
    casez(alu_src1_sel_i)
      2'b00:   alu_src1_rf = rf_data1_i;
      2'b01:   alu_src1_rf = rf_data_w_i;
      2'b10:   alu_src1_rf = rf_data_m_i;
      default: alu_src1_rf = 0;
    endcase
  end
  wire [PC_W-1:0]pc_branch_pc = pc_plus1_i + imm32_i;
  wire [DATA_W-1:0]alu_src0 = alu_src0_rf;
  wire [DATA_W-1:0]alu_src1 = has_imm_i ? imm32_i : alu_src1_rf;
  wire [DATA_W-1:0]alu_result;
  wire [DATA_W-1:0]pc_plus1;
  wire [DATA_W-1:0]result;
  alu #(
    .DATA_W  (DATA_W  ),
    .ALU_OP_W(ALU_OP_W)
  ) alu (
    .src_a(alu_src0  ),
    .src_b(alu_src1  ),
    .op   (alu_op_i  ),
    .alt  (alu_alt_i ),
    .res  (alu_result)
  );
  assign pc_plus1 = pc_plus1_i + 1;
  assign result   = jump_i ? pc_plus1 : alu_result;
  wire [PC_W-1:0]pc_jalr    = alu_result;
  wire           pc_src_sel = has_imm_i && jump_i;
  wire [PC_W-1:0]pc_branch  = pc_src_sel ? pc_jalr : pc_branch_pc;
  latch rf_we_l   (.clk(clk), .reset(reset), .en(latch_en_i), .clear(latch_clear_i), .data_i(rf_we_i   ), .data_o(rf_we_o   ));
  latch mem_we_l  (.clk(clk), .reset(reset), .en(latch_en_i), .clear(latch_clear_i), .data_i(mem_we_i  ), .data_o(mem_we_o  ));
  latch mem2rf_l  (.clk(clk), .reset(reset), .en(latch_en_i), .clear(latch_clear_i), .data_i(mem2rf_i  ), .data_o(mem2rf_o  ));
  latch branch_l  (.clk(clk), .reset(reset), .en(latch_en_i), .clear(latch_clear_i), .data_i(branch_i  ), .data_o(branch_o  ));
  latch check_eq_l(.clk(clk), .reset(reset), .en(latch_en_i), .clear(latch_clear_i), .data_i(check_eq_i), .data_o(check_eq_o));
  latch jump_l    (.clk(clk), .reset(reset), .en(latch_en_i), .clear(latch_clear_i), .data_i(jump_i    ), .data_o(jump_o    ));
  latch #(.DATA_W(DATA_W)) mem_wdata_l (.clk(clk), .reset(reset), .en(latch_en_i), .clear(latch_clear_i), .data_i(alu_src1_rf), .data_o(mem_wdata_o ));
  latch #(.DATA_W(ADDR_W)) rf_waddr_l  (.clk(clk), .reset(reset), .en(latch_en_i), .clear(latch_clear_i), .data_i(rf_waddr_i ), .data_o(rf_waddr_o  ));
  latch #(.DATA_W(DATA_W)) alu_result_l(.clk(clk), .reset(reset), .en(latch_en_i), .clear(latch_clear_i), .data_i(result     ), .data_o(alu_result_o));
  latch #(.DATA_W(PC_W))   pc_branch_l (.clk(clk), .reset(reset), .en(latch_en_i), .clear(latch_clear_i), .data_i(pc_branch  ), .data_o(pc_branch_o  ));
  assign rf_src0_o = rf_src0_i;
  assign rf_src1_o = rf_src1_i;
  assign rf_dst_o    = rf_waddr_i;
  assign mem2rf_hu_o = mem2rf_i;
endmodule
`default_nettype wire
==> flow/run.sh <==
#!/bin/bash
# OpenROAD 26Q1-2900-gdf79404cd8, Yosys 0.63+post, stock flow scripts
make -C /OpenROAD-flow-scripts/flow DESIGN_CONFIG=/design/flow/config.mk WORK_HOME=/design/flow/orfs finish
==> flow/config.mk <==
export PLATFORM = sky130hd
export DESIGN_NAME = execute_stage
export DESIGN_NICKNAME = execute_stage
export VERILOG_FILES = /design/flow/design.v
export SDC_FILE = /design/flow/constraint.sdc
export NUM_CORES = 4
export LEC_CHECK = 1
export CORE_UTILIZATION = 40
==> flow/constraint.sdc <==
current_design execute_stage

set clk_period 1.2
set clk_io_pct 0.2

create_clock -name clk0 -period $clk_period [get_ports {clk}]

set non_clock_inputs [all_inputs -no_clocks]
set_input_delay [expr $clk_period * $clk_io_pct] -clock clk0 $non_clock_inputs
set_output_delay [expr $clk_period * $clk_io_pct] -clock clk0 [all_outputs]
==> CHANGELOG.md <==
## Implementation

- Status: complete, but fails checks
- Violated checks: setup timing
- Rows: 75
- Global-route wire length before repair: 143000 µm
- Vias in the first global route: 22500
- Setup crit end kind: flip-flop
- Post-Route WL: 101000 µm
- Vias post-DR: 23400
- Register Area: 2680 µm²
- Synth area leader: dfrtp_1
- Synth Warn #: 5
- Setup Crit Path Kind: input port to flip-flop
- Startpoint Class: input port
- Measured slew at the worst slew-check pin: 0.813 ns
- Critical Path RT: 1.47 ns
- DRC viols: 0
- Sequential share of the synthesized area: 0.155
- Cell area leaders: dfrtp_1 (15%), mux2i_1 (14%), ha_1 (11%)
- Initial antenna violation count: 3
- Worst Path Arrival: 4.45 ns
- Setup Slack @ Placement: -3.66 ns
- Top cells by count: mux2i_1 (238), nor2_1 (209), nand2_1 (203)
- Number of cells in Yosys stat: 2250
- Share of cells above drive strength 1: 0.390
- Min Tclk post-route: 4.18 ns
- RSZ-0062 raised after global routing: true
- CTS sink cnt: 107
- Wirelength per Cell: 25.7 µm
- Clock latency (worst-skew pair): 0.38 ns
- Ys flops: 107
- Cts hold-fix bufs: 0
- Fin. Hold Viols: 0
- Inserted Clock Buffers: 9
- Max-area cell share: 0.155
- Gr ovfl total: 0
- CTS tree: done
- Hpwl dp: 80200 µm
- Layout fillers: 2989
- TNS Setup: -164.24 ns
- Final Skew: 0 ns
- Synth Area per Inst: 7.69 µm²
- Root buffer cell: clkbuf_16
- Largest net degree at the start of global routing: 53
- Max-slew violations: 0
- Synthesis-to-layout area growth: 75.5%
- Cell variety after synth: 85
- Logic area: 15200 µm²
- Hold Path Class: input port to flip-flop
- Total I/O pin count: 349
- Die Footprint: 44100 µm²
- Yosys stat chip area: 17300 µm²
- Setup violators final: 82
- Routed vias/inst: 5.95
- 1st-iter DRT viols: 2081
- Reg2Reg Depth: 3
- Tot GR Track Use: 0.451
- MaxCap Viol Count: 0
- H-Tree Depth: 3
- Main flop type: dfrtp_1
- Setup WS post-layout: -2.98 ns
- Critical-path maximum fanout: 6
- RD Place Congestion: 1.11
- Tool Warnings: 93
- FFs w/ async S/R, synth: 1.00
- EDFF count, synth: 0
- Pre-antenna DRT Iters: 6
- Post-route insts no fill: 3930
- Leak pwr: 15.5 nW
- Reg clk slew, reported paths: 0.08 ns
- Post-placement cell count: 3784
- Slew margin rel.: 0.452
- IO Port Bufs: 328
- Top cell type by instance count after synthesis: mux2i_1
- Max Buffers Root-to-Sink: 2
- Peak Freq: 239 MHz
- Chip height: 210 µm
- Chip width: 210 µm
- Post-Syn Area: 17300 µm²
- Worst Hold Depth: 3
- Core Area: 42300 µm²
- Peak VDD IR: 0.650 mV
- Power density cells: 837 nW/µm²
- Mapped Cells: 2250
- FP Util: 0.409
- Fin crit share: 3.49
- DRT antenna net count: 0
[registers in the layout, indices dropped and copies added (netlist names)]
signal	count
rf_we_l.data_ff	1
branch_l.data_ff	1
pc_branch_l.data_ff	32
mem2rf_l.data_ff	1
alu_result_l.data_ff	32
mem_wdata_l.data_ff	32
rf_waddr_l.data_ff	5
mem_we_l.data_ff	1
jump_l.data_ff	1
check_eq_l.data_ff	1
[per-layer routing]
metal / vias to the layer above / track usage / part of all wire
li1: 10500 / - / -
met4: 2 / 0.240 / 0.072
met5: - / 0 / 0.00011
met3: 349 / 0.142 / 0.12
met2: 1445 / 0.662 / 0.41
met1: 11100 / 0.598 / 0.39
[power breakdown]
part / internal, mW / switching [mW] / leakage (nW)
clock network: 1.46 / 1.58 / 0.141
registers: 3.88 / 0.209 / 1.42
logic: 8.96 / 9.35 / 13.9
total: 14.3 / 11.1 / 15.5
[final cells by class]
type | instances | share of cell area
Multi-Input combinational cell | 1877 | 0.501
Timing Repair Buffer | 1253 | 0.364
Sequential cell | 107 | 0.0883
Tap cell | 577 | 0.0238
Inverter | 98 | 0.0131
Clock buffer | 10 | 0.00754
Clock inverter | 6 | 0.00189
Antenna cell | 2 | 0.000165
[layout by cell type, fill, tap and decap left out, types with 18 or more instances in the layout]
master / instances
dfrtp_1: 103
a21oi_2: 32
o211ai_1: 37
mux2_2: 28
mux2i_2: 25
a21o_1: 38
o21ai_0: 115
o21ai_1: 44
o221ai_1: 19
inv_1: 86
xnor2_1: 65
mux2i_4: 26
a21oi_1: 137
nand3_1: 38
and3_1: 18
clkdlybuf4s50_1: 167
nor2_1: 196
xor2_1: 32
dlygate4sd2_1: 28
mux2i_1: 188
dlymetal6s2s_1: 92
a31oi_1: 22
a211oi_1: 22
buf_6: 36
nand2_1: 188
o2bb2ai_1: 20
buf_4: 842
buf_2: 24
ha_1: 151
nor3_1: 31
buf_12: 28
[per-stage QoR]
stage | utilization | cell area [µm²] | power [mW] | hold slack [ns]
final | 0.718 | 30400 | 25.4 | 0.170
after global routing | 0.718 | 30400 | 26.5 | 0.174
after CTS | 0.681 | 28800 | 23.8 | 0.230
after detailed placement | 0.635 | 26900 | 19.3 | 0.474
after global placement | 0.635 | 26900 | 19.2 | 0.462
after floorplan | - | 17700 | 11.2 | 0.396
[critical path: stages]
cell and delay (ns):
buf_12 0.10, buf_12 0.12, mux2i_4 0.25, o2bb2ai_4 0.09, o32a_4 0.40, nor3_4 0.22, nand4_1 0.25, buf_4 0.21
buf_4 0.13, o31ai_2 0.26, xnor2_1 0.21, ha_1 0.30, buf_4 0.16, o21ai_1 0.09, nand2b_1 0.09, a21o_1 0.23
o211ai_1 0.16, o21ai_2 0.17, a21oi_2 0.19, mux2i_2 0.26, o211ai_1 0.12, and4b_1 0.19
[final timing paths]
check / slack, ns / endpoint / from
worst max-delay path: -2.98 / pc_branch_l.data_ff[30]$_DFFE_PP0P_ / alu_src1_sel_i[1]
max in group asynchronous: 0.61 / pc_branch_l.data_ff[26]$_DFFE_PP0P_ / reset
worst min register to register: 0.50 / alu_result_l.data_ff[18]$_DFFE_PP0P_ / alu_result_l.data_ff[18]$_DFFE_PP0P_
min in group asynchronous: 0.36 / alu_result_l.data_ff[19]$_DFFE_PP0P_ / reset
worst min-delay path: 0.17 / rf_waddr_l.data_ff[4]$_DFFE_PP0P_ / rf_waddr_i[4]
worst max register to register: 0.11 / pc_branch_l.data_ff[31]$_DFFE_PP0P_ / pc_branch_l.data_ff[31]$_DFFE_PP0P_
[cell families after synthesis]
logic type / after synthesis / share of synthesized area
multiplexers: 279 / 0.167
adder cells (fa/ha/maj): 161 / 0.117
XOR/XNOR: 111 / 0.0570
flip-flops: 107 / 0.155
buffers and inverters: 266 / 0.0723
AND/OR/NAND/NOR: 614 / 0.162
AND-OR/OR-AND: 712 / 0.270
[what timing repair did]
action                                  in CTS  in global routing
cloned                                       7                  2
endpoints found under the setup margin     209                188
resized                                    376                290
hold endpoints to repair                     0                  0
buffers inserted                            46                 86
pin swaps                                  104                 90
Power figures rest on the tool's default switching activity, not on a simulated workload.
