--- /design/flow/run.sh ---
#!/bin/bash
# OpenROAD 26Q1-2900-gdf79404cd8, Yosys 0.63+post, stock flow scripts
make -C /OpenROAD-flow-scripts/flow DESIGN_CONFIG=/design/flow/config.mk WORK_HOME=/design/flow/orfs finish
--- /design/flow/config.mk ---
export PLATFORM = sky130hd
export DESIGN_NAME = decode_stage
export DESIGN_NICKNAME = decode_stage
export VERILOG_FILES = /design/flow/design.v
export SDC_FILE = /design/flow/constraint.sdc
export NUM_CORES = 4
export LEC_CHECK = 1
export CORE_UTILIZATION = 30
--- /design/flow/constraint.sdc ---
current_design decode_stage

set clk_period 2.7
set clk_io_pct 0.2

create_clock -name clk0 -period $clk_period [get_ports {clk}]

set non_clock_inputs [all_inputs -no_clocks]
set_input_delay [expr $clk_period * $clk_io_pct] -clock clk0 $non_clock_inputs
set_output_delay [expr $clk_period * $clk_io_pct] -clock clk0 [all_outputs]
--- /design/flow/design.v ---
`default_nettype wire
module control_unit #(
  parameter OP_W     = 7,
  parameter F3_W     = 3,
  parameter F7_W     = 7,
  parameter ALU_OP_W = 3
)(
  input      [OP_W-1:0]opcode,
  input      [F3_W-1:0]funct3,
  input      [F7_W-1:0]funct7,
  output logic               has_imm,
  output logic [ALU_OP_W-1:0]alu_op,
  output logic               alu_alt,
  output logic               rf_we,
  output logic               mem_we,
  output logic               mem2rf,
  output logic               branch,
  output logic               check_eq,
  output logic               jump,
  output logic               is_imm20
);
  always_comb begin
    has_imm  = 1'b0;
    alu_op   = 3'b000;
    alu_alt  = 1'b0;
    rf_we    = 1'b0;
    mem_we   = 1'b0;
    mem2rf   = 1'b0;
    branch   = 1'b0;
    check_eq = 1'b0;
    jump     = 1'b0;
    is_imm20 = 1'b0;
    casez (opcode)
      7'b0010011: begin  
        rf_we   = 1'b1;
        alu_op  = funct3;
        has_imm = 1'b1;
        alu_alt = (funct3 == 3'b101) && funct7[5];
      end
      7'b0110011: begin  
        rf_we   = 1'b1;
        alu_op  = funct3;
        alu_alt = funct7[5];
      end
      7'b0100011: begin  
        has_imm = 1'b1;
        mem_we  = (funct3 == 3'b010);
      end
      7'b0000011: begin  
        has_imm = 1'b1;
        rf_we   = 1'b1;
        mem2rf  = 1'b1;
      end
      7'b1100011: begin  
        alu_alt  = ~funct3[2];
        alu_op   = {1'b0, funct3[2:1]};
        branch   = 1'b1;
        check_eq = funct3[0] ^ ~funct3[2];
      end
      7'b1101111: begin  
        jump     = 1'b1;
        is_imm20 = 1'b1;
        rf_we    = 1'b1;
      end
      7'b1100111: begin  
        has_imm = 1'b1;
        jump    = 1'b1;
        rf_we   = 1'b1;
      end
      default: ;
    endcase
  end
endmodule
`default_nettype wire
`default_nettype wire
module latch #(
  parameter DATA_W = 1
)(
  input clk,
  input reset,
  input en,
  input clear,
  input  [DATA_W-1:0]data_i,
  output [DATA_W-1:0]data_o
);
  reg [DATA_W-1:0]data_ff;
  assign data_o = data_ff;
  always_ff @(posedge clk or posedge reset) begin
    if (reset) begin
      data_ff <= 0;
    end else begin
      data_ff <= clear ? 0 : en ? data_i : data_ff;
    end
  end
endmodule
`default_nettype wire
`default_nettype wire
module reg_file #(
  parameter ADDR_W = 5,
  parameter DATA_W = 32
)(
  input clk,
  input  [ADDR_W-1:0]raddr0,
  input  [ADDR_W-1:0]raddr1,
  input  [ADDR_W-1:0]waddr,
  input  [DATA_W-1:0]wdata,
  input              we,
  output [DATA_W-1:0]rdata0,
  output [DATA_W-1:0]rdata1
);
  localparam REG_NUM = 2**ADDR_W;
  reg [DATA_W-1:0]x[REG_NUM-1:0];
  genvar i;
  generate
  for (i = 0; i < REG_NUM; i = i + 1) begin : reg_init
    initial x[i] = {DATA_W{1'b0}};
  end
  endgenerate
  assign rdata0 = (raddr0 == 0) ? 0 : x[raddr0];
  assign rdata1 = (raddr1 == 0) ? 0 : x[raddr1];
  always @(negedge clk) begin
    if (we) begin
      x[waddr] <= wdata;
    end
    $strobe("\
    \CPUv1: x0: %h x8 : %h x16: %h x24: %h\n\
    \CPUv1: x1: %h x9 : %h x17: %h x25: %h\n\
    \CPUv1: x2: %h x10: %h x18: %h x26: %h\n\
    \CPUv1: x3: %h x11: %h x19: %h x27: %h\n\
    \CPUv1: x4: %h x12: %h x20: %h x28: %h\n\
    \CPUv1: x5: %h x13: %h x21: %h x29: %h\n\
    \CPUv1: x6: %h x14: %h x22: %h x30: %h\n\
    \CPUv1: x7: %h x15: %h x23: %h x31: %h\n",
    32'b0, x[8], x[16], x[24],
    x[1],  x[9], x[17], x[25],
    x[2], x[10], x[18], x[26],
    x[3], x[11], x[19], x[27],
    x[4], x[12], x[20], x[28],
    x[5], x[13], x[21], x[29],
    x[6], x[14], x[22], x[30],
    x[7], x[15], x[23], x[31]
    );
  end
endmodule
`default_nettype wire
module sign_ext #(
  parameter BASE_W = 12,
  parameter RES_W  = 32
)(
  input  [BASE_W-1:0]base_i,
  output  [RES_W-1:0]result_o
);
  localparam SIGN_W = RES_W - BASE_W;
  assign result_o = {{SIGN_W{base_i[BASE_W-1]}}, base_i};
endmodule
`default_nettype wire
module decode_stage #(
  parameter PC_W       = 32,
  parameter INSTR_W    = 32,
  parameter ADDR_W     = 5,
  parameter DATA_W     = 32,
  parameter ALU_OP_W   = 3,
  parameter IMM_W      = 32
)(
  input clk,
  input reset,
  input   [INSTR_W-1:0]instr_i,
  input      [PC_W-1:0]pc_plus1_i,
  input    [ADDR_W-1:0]rf_waddr_i,
  input    [DATA_W-1:0]rf_wdata_i,
  input                rf_we_i,
  input                latch_en_i,
  input                latch_clear_i,
  output               has_imm_o,
  output [ALU_OP_W-1:0]alu_op_o,
  output               alu_alt_o,
  output               rf_we_o,
  output               mem_we_o,
  output               mem2rf_o,
  output               branch_o,
  output               check_eq_o,
  output               jump_o,
  output    [IMM_W-1:0]imm32_o,
  output   [DATA_W-1:0]rf_data0_o,
  output   [DATA_W-1:0]rf_data1_o,
  output   [ADDR_W-1:0]rf_waddr_o,
  output     [PC_W-1:0]pc_plus1_o,
  output   [ADDR_W-1:0]rf_src0_o,
  output   [ADDR_W-1:0]rf_src1_o,
  output   [ADDR_W-1:0]rf_src0_hu_o,
  output   [ADDR_W-1:0]rf_src1_hu_o,
  output               has_imm_hu_o
);
  localparam IMM12_W    = 12;
  localparam IMM20_W    = 20;
  localparam F3_W       = 3;
  localparam F7_W       = 7;
  localparam OP_W       = 7;
  wire   [OP_W-1:0]opcode = instr_i[6:0];
  wire   [F3_W-1:0]funct3 = instr_i[14:12];
  wire   [F7_W-1:0]funct7 = instr_i[31:25];
  wire [ADDR_W-1:0]r_src0 = instr_i[19:15];
  wire [ADDR_W-1:0]r_src1 = instr_i[24:20];
  logic [IMM12_W-1:0]imm12_sw;
  logic [IMM12_W-1:0]imm12_branch;
  logic [IMM12_W-1:0]imm12_default;
  logic [IMM12_W-1:0]imm12;
  logic [IMM20_W-1:0]imm20;
  wire [ADDR_W-1:0]rf_waddr = instr_i[11:7];
  wire               has_imm;
  wire [ALU_OP_W-1:0]alu_op;
  wire               alu_alt;
  wire               rf_we;
  wire               mem_we;
  wire               mem2rf;
  wire               branch;
  wire               check_eq;
  wire               jump;
  wire               is_imm20;
  always_comb begin
    imm12_sw      = {instr_i[31:25], instr_i[11:7]};
    imm12_branch  = {instr_i[31], instr_i[31], instr_i[7],
                     instr_i[30:25], instr_i[11:9]};
    imm12_default = instr_i[31:20];
    imm12 = mem_we ? imm12_sw : branch ? imm12_branch : imm12_default;
    imm20 = {instr_i[31], instr_i[31], instr_i[19:12], instr_i[20], instr_i[30:22]};
  end
  control_unit #(
    .OP_W    (OP_W    ),
    .F3_W    (F3_W    ),
    .F7_W    (F7_W    ),
    .ALU_OP_W(ALU_OP_W)
  ) control_unit(
    .opcode  (opcode  ),
    .funct3  (funct3  ),
    .funct7  (funct7  ),
    .has_imm (has_imm ),
    .alu_op  (alu_op  ),
    .alu_alt (alu_alt ),
    .rf_we   (rf_we   ),
    .mem_we  (mem_we  ),
    .mem2rf  (mem2rf  ),
    .branch  (branch  ),
    .check_eq(check_eq),
    .jump    (jump    ),
    .is_imm20(is_imm20)
  );
  wire [DATA_W-1:0]rf_data0;
  wire [DATA_W-1:0]rf_data1;
  reg_file #(
    .ADDR_W(ADDR_W),
    .DATA_W(DATA_W)
  ) register_file(
    .clk   (clk       ),
    .raddr0(r_src0    ),
    .raddr1(r_src1    ),
    .waddr (rf_waddr_i),
    .wdata (rf_wdata_i),
    .we    (rf_we_i   ),
    .rdata0(rf_data0  ),
    .rdata1(rf_data1  )
  );
  wire [IMM_W-1:0]imm32;
  wire [IMM_W-1:0]imm32_12;
  wire [IMM_W-1:0]imm32_20;
  sign_ext #(.BASE_W(IMM12_W), .RES_W(IMM_W)) imm12_sext(.base_i(imm12), .result_o(imm32_12));
  sign_ext #(.BASE_W(IMM20_W), .RES_W(IMM_W)) imm20_sext(.base_i(imm20), .result_o(imm32_20));
  assign imm32 = is_imm20 ? imm32_20 : imm32_12;
  latch                      has_imm_l (.clk(clk), .reset(reset), .en(latch_en_i), .clear(latch_clear_i), .data_i(has_imm   ), .data_o(has_imm_o ));
  latch #(.DATA_W(ALU_OP_W)) alu_op_l  (.clk(clk), .reset(reset), .en(latch_en_i), .clear(latch_clear_i), .data_i(alu_op    ), .data_o(alu_op_o  ));
  latch                      alu_alt_l (.clk(clk), .reset(reset), .en(latch_en_i), .clear(latch_clear_i), .data_i(alu_alt   ), .data_o(alu_alt_o ));
  latch                      rf_we_l   (.clk(clk), .reset(reset), .en(latch_en_i), .clear(latch_clear_i), .data_i(rf_we     ), .data_o(rf_we_o   ));
  latch                      mem_we_l  (.clk(clk), .reset(reset), .en(latch_en_i), .clear(latch_clear_i), .data_i(mem_we    ), .data_o(mem_we_o  ));
  latch                      mem2rf_l  (.clk(clk), .reset(reset), .en(latch_en_i), .clear(latch_clear_i), .data_i(mem2rf    ), .data_o(mem2rf_o  ));
  latch                      branch_l  (.clk(clk), .reset(reset), .en(latch_en_i), .clear(latch_clear_i), .data_i(branch    ), .data_o(branch_o  ));
  latch                      check_eq_l(.clk(clk), .reset(reset), .en(latch_en_i), .clear(latch_clear_i), .data_i(check_eq  ), .data_o(check_eq_o));
  latch                      jump_l    (.clk(clk), .reset(reset), .en(latch_en_i), .clear(latch_clear_i), .data_i(jump      ), .data_o(jump_o    ));
  latch #(.DATA_W(IMM_W))    imm32_l   (.clk(clk), .reset(reset), .en(latch_en_i), .clear(latch_clear_i), .data_i(imm32     ), .data_o(imm32_o   ));
  latch #(.DATA_W(DATA_W))   rf_data0_l(.clk(clk), .reset(reset), .en(latch_en_i), .clear(latch_clear_i), .data_i(rf_data0  ), .data_o(rf_data0_o));
  latch #(.DATA_W(DATA_W))   rf_data1_l(.clk(clk), .reset(reset), .en(latch_en_i), .clear(latch_clear_i), .data_i(rf_data1  ), .data_o(rf_data1_o));
  latch #(.DATA_W(ADDR_W))   rf_waddr_l(.clk(clk), .reset(reset), .en(latch_en_i), .clear(latch_clear_i), .data_i(rf_waddr  ), .data_o(rf_waddr_o));
  latch #(.DATA_W(PC_W))     pc_plus1_l(.clk(clk), .reset(reset), .en(latch_en_i), .clear(latch_clear_i), .data_i(pc_plus1_i), .data_o(pc_plus1_o));
  latch #(.DATA_W(ADDR_W))   rf_src0_l (.clk(clk), .reset(reset), .en(latch_en_i), .clear(latch_clear_i), .data_i(r_src0    ), .data_o(rf_src0_o ));
  latch #(.DATA_W(ADDR_W))   rf_src1_l (.clk(clk), .reset(reset), .en(latch_en_i), .clear(latch_clear_i), .data_i(r_src1    ), .data_o(rf_src1_o ));
  assign rf_src0_hu_o = r_src0;
  assign rf_src1_hu_o = r_src1;
  assign has_imm_hu_o = has_imm;
endmodule
`default_nettype wire
==> flow_summary.ini <==
; physical design summary
[clock_tree]
ctsRootBufferMaster = clkbuf_16
cts_sinks = 1165
clock_edge_transition_at_the_registers_on_the_reported_setup_and_hold_paths_ns = 0.06
clock_path_buffers = 3
tritoncts = yes
ctsHoldBuffers = 0
worstSkewPairLatency_ns = 0.78
h-tree-depth = 3
cts_buffers = 121

[worst_setup_path]
critical-path-top-delay-family = multiplexers
path_cells = mux4_2 > mux4_2 > a221o_1
crit_path_max_fanout = 2
critPathCaptureType = register
reg2reg_depth = 3
critical_path_class = reg2reg
slowest_delay_ns = 0.61
cp_num_cells = 3
cp-start-kind = register
critPathMostFrequentCell = mux4_2
crit_arrival_ns = 3.90
crit_required_ns = 3.32
number_of_buffer_and_inverter_instances_along_the_worst_setup_path = 0
cpMaxStageDelayCell = mux4_2

[global_routing]
number_of_global_route_vias_before_repair = 40200
antenna_violations_before_repair = 2
grt-ovfl-total = 0
wire_length_of_the_first_global_routing_pass_um = 255000
maximum_number_of_pins_on_one_net_before_global_route_repair = 65
grt_util_all_layers = 0.208

[placed_design]
globalplace.congestion = 0.917
dp_slack_ns = -1.01
buffer_ports.inserted = 270
detailed_place_hpwl_um = 116000

[pwr]
total_leakage_power_uw = 0.0299
internal_power_uw = 34100
power.switching_fraction = 0.285
clock_power_share = 0.483
ir_worst_vdd_v = 0.000687
power.density_cell_area_nw_per_um2 = 655
combinational_share_of_power = 0.091
p_sw_uw = 13600
power.share.sequential = 0.426

[synthesis]
top_area_frac = 0.575
synth.avg_cell_area_um2 = 17.0
synth_chip_area_um2 = 53500
instance_count_of_the_mapped_netlist = 3152
synth.largest_area_cell = edfxtp_1
synth-cells-yosys = 3152
yosys_warnings = 8
yosys.cell_types.count = 56
synth.ff_latch_count = 1165
syn-cell-area_um2 = 53500
synth.area.top_cells = edfxtp_1 (57%), mux4_2 (14%), mux2i_1 (9.8%)
ys_async_sr_fraction = 0.121
flop_cell = edfxtp_1
seq_area_frac_synth = 0.641
edf_count = 1024

[routing]
drt_first_pass_iters = 31
finalWirelength_um = 177000
wire_per_inst_um = 24.5
detailedRoute.firstIterationViolations = 2180
drt_drc_violations_left = 0
detail-route-antenna-nets = 0
antenna_cells = 0
vias = 36500
detail_route.vias_per_cell = 5.04

[timing]
rsz0062_at_grt = yes
timing.final.setup_violations = 188
post-route-worst-setup-slack_ns = -0.586
tightestPinTransition_ns = 0.935
number_of_hold_violations_in_the_final_report = 0
fin_worst_skew_ns = 0.0659
worst_max_slew_margin_expressed_relative_to_the_limit = 0.374
fin_hold_ws_ns = 0.159
final_max_slew_viol_count = 0

[die]
fp-utilization = 0.303
dieHeight_um = 424
placement_rows = 154
top_level_ports = 271
fp.coreArea_um2 = 177000
die_width_um = 424
dieArea_um2 = 180000

[final_layout]
fill_cell_total_of_the_finished_layout = 15400
post_route_cells_drive_above_1_share = 0.245
final_core_utilization = 0.413
synthToLayoutAreaGrowth_pct = 36.3

[run]
warning_count = 1030
cap_violations = 0

[hold_path]
hold_path.class = in2reg
min_delay_path_depth = 2

[outcome]
status = complete, but fails checks
violations = negative setup slack
-- repair_timing --
item | 4_1_cts | 5_1_grt
gates resized | 148 | 49
endpoints found under the setup margin | 1087 | 327
cloned | 20 | 4
pin swaps | 64 | 55
setup buffers | 53 | 27
-- kinds of logic after synthesis --
| family | after synthesis | synth area share |
|---|---|---|
| flip-flops | 1165 | 0.641 |
| multiplexers | 875 | 0.240 |
| AND-OR/OR-AND | 442 | 0.0611 |
| AND/OR/NAND/NOR | 385 | 0.0322 |
| buffers and inverters | 283 | 0.0252 |
| XOR/XNOR | 2 | 0.000328 |
-- path summary, 6_finish.rpt --
check,start,endpoint,slack [ns]
setup reg to reg,register_file.x[22][3],rf_data1_l.data_ff[3],-0.59
min in group asynchronous,reset,rf_data1_l.data_ff[4],0.19
hold / removal,latch_clear_i,rf_src0_l.data_ff[4],0.16
setup / recovery,register_file.x[22][3],rf_data1_l.data_ff[3],-0.59
max in group asynchronous,reset,pc_plus1_l.data_ff[0],1.64
hold reg to reg,branch_l.data_ff,branch_l.data_ff,0.49
-- stage by stage --
stage          power (uW)  std cells  cell area, um^2  setup TNS (ns)
2_1_floorplan       24700       3152            53600        -1110.14
3_3_place_gp        27000       5904            63000        -1070.70
3_5_place_dp        27000       5904            63000        -1073.46
4_1_cts             48300       7226            72600          -45.99
5_1_grt             50600       7245            72900          -37.20
6_report            47700       7245            72900          -34.72
-- power by group through the flow --
stage | registers, uW | clock network, uW | logic [uW]
4_1_cts | 20300 | 23600 | 4340
5_1_grt | 20300 | 25600 | 4630
6_report | 20300 | 23100 | 4350
-- layer usage --
layer	track usage	wire length [um]	part of all wire	vias to the layer above
li1	-	-	-	16300
met1	0.233	59800	0.34	17800
met2	0.311	84100	0.47	2103
met3	0.152	27600	0.16	300
met4	0.0712	5690	0.032	8
met5	0.00847	218	0.0012	-
-- sequential cells by signal, summed over array words and instances, names as in the netlist --
name                count
alu_op_l.data_ff        3
check_eq_l.data_ff      1
rf_data1_l.data_ff     32
rf_waddr_l.data_ff      5
branch_l.data_ff        1
mem2rf_l.data_ff        1
has_imm_l.data_ff       1
alu_alt_l.data_ff       1
rf_src0_l.data_ff       5
rf_data0_l.data_ff     32
imm32_l.data_ff        19
mem_we_l.data_ff        1
rf_we_l.data_ff         1
register_file.x      1024
pc_plus1_l.data_ff     32
jump_l.data_ff          1
rf_src1_l.data_ff       5
-- area by class of cell --
class,count,area (um^2),share of cell area
clock buffer,142,3310,0.0453
clock inverter,1108,4750,0.0651
inverter,10,43.8,0.000601
multi-input combinational,1704,18700,0.256
sequential,1165,34300,0.470
tap,2340,2930,0.0402
timing repair buffer,776,8950,0.123
-- cell usage in the layout (no fill, tap or decap), types with 8 or more instances in the layout --
master           instances
buf_8                    9
dfrtp_1                141
nand2_1                118
a21oi_1                 81
clkinvlp_2              16
buf_6                   27
buf_12                 150
mux2i_2                  8
nand3_2                 14
buf_16                  17
inv_1                 1046
nand2_2                 15
clkbuf_1                 9
nor2b_1                  8
a311oi_1                29
clkbuf_16              132
edfxtp_1              1024
nor2_1                  76
mux2_2                  11
bufinv_16               12
mux4_2                 324
clkdlybuf4s50_1        253
a22oi_1                190
a22o_1                  34
mux2_4                  17
a211oi_1                22
nand4_1                  8
a211oi_2                 9
nor2_4                  36
buf_4                  307
inv_4                   10
mux2i_1                510
a221o_1                 30
nand3_1                 62
-- synth_stat cells, types with 30 or more instances --
cell / count
a311oi_1: 32
a22oi_1: 192
a221o_1: 30
buf_2: 85
nand2_1: 136
mux2i_1: 523
mux4_2: 324
edfxtp_1: 1024
a22o_1: 34
nand3_1: 81
dfrtp_1: 141
a21oi_1: 81
buf_1: 31
nor2_1: 112
clkbuf_1: 122
a211oi_1: 33
Power figures rest on the tool's default switching activity, not on a simulated workload.
