--- ./design.v ---
`default_nettype wire
module writeback_stage #(
  parameter ADDR_W = 5,
  parameter DATA_W = 32
)(
  input clk,
  input              rf_we_i,
  input  [ADDR_W-1:0]rf_waddr_i,
  input              mem2rf_i,
  input  [DATA_W-1:0]mem_rdata_i,
  input  [DATA_W-1:0]alu_result_i,
  output logic             rf_we_o,
  output logic [ADDR_W-1:0]rf_waddr_o,
  output logic [DATA_W-1:0]alu_result_o,
  output [DATA_W-1:0]rf_data_o,
  output [ADDR_W-1:0]rf_dst_o,
  output             rf_we_hu_o
);
  always_comb begin
    rf_we_o      = rf_we_i;
    rf_waddr_o   = rf_waddr_i;
    alu_result_o = mem2rf_i ? mem_rdata_i : alu_result_i;
  end
  assign rf_data_o  = alu_result_o;
  assign rf_dst_o   = rf_waddr_i;
  assign rf_we_hu_o = rf_we_i;
endmodule
`default_nettype wire
--- ./run.sh ---
#!/bin/bash
# OpenROAD 26Q1-2900-gdf79404cd8, Yosys 0.63+post, stock flow scripts
make -C /OpenROAD-flow-scripts/flow DESIGN_CONFIG=/design/flow/config.mk WORK_HOME=/design/flow/orfs finish
--- ./config.mk ---
export PLATFORM = sky130hd
export DESIGN_NAME = writeback_stage
export DESIGN_NICKNAME = writeback_stage
export VERILOG_FILES = /design/flow/design.v
export SDC_FILE = /design/flow/constraint.sdc
export NUM_CORES = 4
export LEC_CHECK = 1
export CORE_AREA = 10 10 70 70
export DIE_AREA = 0 0 80 80
--- ./constraint.sdc ---
current_design writeback_stage

set clk_period 1.0
set clk_io_pct 0.2

create_clock -name clk0 -period $clk_period

set non_clock_inputs [all_inputs -no_clocks]
set_input_delay [expr $clk_period * $clk_io_pct] -clock clk0 $non_clock_inputs
set_output_delay [expr $clk_period * $clk_io_pct] -clock clk0 [all_outputs]
==> changes_impl.md <==
### Metrics

- Status: complete, but fails checks
- Violated checks: negative setup slack
- Crit path max-delay cell type: mux2_4
- Largest cells by area: mux2_4 52%, buf_4 38%, buf_12 6.9%
- Hold crit path type: in2out
- Most used cell, CP: buf_12
- Ys cells: 80
- Syn Std Cell Area: 875 um2
- WP data required: around 800 ps
- FF+latch area: 0 um2
- Setup-failing EPs final: between 60 and 70
- Slew HR: 93.3%
- VDD IR max: ~200 uV
- Clock power share: 0%
- Total tool warning count: 36
- Vias: 855
- Avg Inst Size Synth: 10.9 um2
- Die W: 80 um
- Mux area share: 54.1%
- Critical path endpoint category: primary output
- Critical path type: in2out
- DRC: 0
- Largest net degree at the start of global routing: 13
- Post-Place Cells: approximately 210
- First-pass GRT wire length: around 5.5 mm
- Drt first pass iters: 2
- Achievable Freq: between 0.8 and 0.9 GHz
- Antenna diodes: 0
- Cycle use final: 120%
- WP data arrival: roughly 1000 ps
- Comb pwr share: 100.0%
- Ao+oa area frac: 0%
- GP Congestion: 0.789
- Fin crit period: around 1200 ps
- Crit-path leading delay family: buffers and inverters
- Post-route non-filler standard cell count: 217
- GRT overflow: 0
- Final-report hold violation count: 0
- Buf/Inv on CP: 4
- Overall Global Routing Usage: a little over a tenth
- Cell Int Power: about 570 uW
- Number of buffers added on ports: 129
- Yosys simple share: 0%
- Slowest cell delay on critical path: 300 ps
- Initial antenna violation count: 0
- Die H: ~80 um
- Slew Limit Fails: 0
- I/O Pins: 148
- Sequential power share: 0%
- Layout cells sized above 1: 62.6%
- Sw Ratio: 23.5%
- CP Launch Type: input pin
- Leak Pwr: 1.01 nW
- Max-cap violations: 0
- RSZ-0062 raised after global routing: true
- Sw Pwr: around 170 uW
- Hpwl dp: 3.35 mm
- Cell Rows: 21
- Yosys top cell by area: mux2_4
- Top logic family: multiplexers
- Fin worst setup slack: -202 ps
- Worst Path Max Fanout: 12
- # hold bufs at CTS: 0
- Crit-path cells: buf_12 -> buf_12 -> buf_12 -> mux2_4 -> buf_2
- Netlist cell types: 5
- Clock buffers: 0
- Synth Area in XOR/XNOR: 0%
- Post-DRT Antenna Nets: 0
- Hold Slack: ~400 ps
- Die ar.: 0.00640 mm2
- Fp_density: 25.6%
- Routed WL: 3.84 mm
- Core Area: 0.00342 mm2
- Area Overhead vs Synth: 101%
- DR vias/cell: a little under 4
- Synth Seq Share: 0%
- P per Cell Area: roughly 420 mW/mm2
- Synth Instances: approximately 80
- Sequential cell count: 0
- Routed len/inst: approximately 18 um
- Adders+Majority by Area: 0%
- Yosys warnings: 1
- Top cell area share: 51.5%
- Synthesis area per yosys: 875 um2
- Detailed router's first-iteration violation count: 7
- Worst-margin pin slew: 101 ps
- Vias in the first global route: 932
## cells by family after synthesis
group	count (synthesis)
buffers and inverters	48
muxes	32
## synth_stat cells
master	instances
buf_6	1
mux2_2	2
buf_4	44
buf_12	3
mux2_4	30
## per-layer routing
metal / GRT usage [%] / part of all wire (%) / vias up
met4: 0.880 / 0.36 / 0
li1: - / - / 407
met5: 0 / 0 / -
met3: 4.55 / 12 / 7
met1: 11.1 / 36 / 380
met2: 20.1 / 51 / 61
## cells in the final DEF (no fill, tap or decap), drive strengths merged
cell type      Yosys  routed
mux2              32      32
buf               48      75
dlymetal6s2s       0      12
dlygate4sd2        0      14
clkdlybuf4s50      0      38
## power by group through the flow
stage	sequential (mW)	clock [mW]	combinational, mW
after CTS	0	0	0.745
after global routing	0	0	0.804
final	0	0	0.743
## repair_timing
item                       in CTS  in global routing
gates resized                 223                 18
buffers inserted                6                  0
pin swaps                       0                  0
hold endpoints to repair        0                  0
gates cloned                    2                  0
setup endpoints to repair      64                 64
## cell type report
class	count	area [um2]
tap	46	57.6
fill	331	1650
timing repair buffer	139	1220
multi-input combinational	32	480
## per-stage QoR
step / setup slack (ps) / cell area, um2 / TNS [ps] / total power, mW / util, %
after floorplan: -48.2 / 996 / -1450 / 0.442 / -
after global placement: -509 / 1860 / -31500 / 0.867 / 54.4
after detailed placement: -518 / 1860 / -31670 / 0.869 / 54.4
after CTS: -202 / 1690 / -11870 / 0.745 / 49.6
after global routing: -221 / 1760 / -12840 / 0.804 / 51.6
final: -202 / 1760 / -11520 / 0.743 / 51.6
## final timing paths
check / startpoint / to / slack [ps] / cells past startpoint
worst max-delay path: mem2rf_i / rf_data_o[6] / -200 / 5
worst min-delay path: rf_waddr_i[0] / rf_dst_o[0] / 400 / 0
No activity file was given, so power comes from the tool's default toggle rates.
